==> design/flow/design.v <==
module fsm_core_behavioral (
    input  wire clk, rst_n, meal_request, user_select,
    output reg  [2:0] current_state,
    output reg  timer_done,
    output reg  [7:0] state_outputs
);
    localparam [2:0] IDLE = 3'b000, AUTH = 3'b001, 
                     RECOMMEND = 3'b010, TRANSACTION = 3'b011, UPDATE = 3'b100;
    reg [2:0] next_state;
    reg [3:0] auth_counter;
    localparam [3:0] AUTH_THRESHOLD = 4'd10;
    always @(posedge clk or negedge rst_n) begin
        if (!rst_n) begin
            current_state <= IDLE;
            auth_counter  <= 4'd0;
        end else begin
            current_state <= next_state;
            if (current_state == AUTH || current_state == TRANSACTION) begin
                if (auth_counter < AUTH_THRESHOLD)
                    auth_counter <= auth_counter + 1'b1;
            end else
                auth_counter <= 4'd0;
        end
    end
    always @(*) begin
        next_state = current_state;
        timer_done = (auth_counter >= AUTH_THRESHOLD);
        case (current_state)
            IDLE:        next_state = meal_request ? AUTH : IDLE;
            AUTH:        next_state = timer_done ? RECOMMEND : AUTH;
            RECOMMEND:   next_state = user_select ? TRANSACTION : RECOMMEND;
            TRANSACTION: next_state = timer_done ? UPDATE : TRANSACTION;
            UPDATE:      next_state = IDLE;
            default:     next_state = IDLE;
        endcase
    end
    always @(*) begin
        state_outputs = 8'b00000000;
        case (current_state)
            IDLE:        state_outputs[0] = 1'b1;
            AUTH:        state_outputs[1] = 1'b1;
            RECOMMEND:   state_outputs[2] = 1'b1;
            TRANSACTION: state_outputs[3] = 1'b1;
            UPDATE:      state_outputs[4] = 1'b1;
        endcase
    end
endmodule
module credit_register_behavioral (
    input  wire clk, rst_n, load_enable,
    input  wire [7:0] data_in,
    output reg  [7:0] data_out
);
    always @(posedge clk or negedge rst_n) begin
        if (!rst_n)
            data_out <= 8'hFF;   
        else if (load_enable)
            data_out <= data_in;
    end
endmodule
module display_driver_behavioral (
    input  wire [7:0] balance,
    output wire [6:0] tens_display, ones_display
);
    wire [3:0] tens_bcd, ones_bcd;
    binary_to_bcd_dataflow bcd_conv (
        .binary(balance), 
        .tens(tens_bcd), 
        .ones(ones_bcd)
    );
    bcd_to_7seg_dataflow tens_decoder (
        .bcd(tens_bcd), 
        .segments(tens_display)
    );
    bcd_to_7seg_dataflow ones_decoder (
        .bcd(ones_bcd), 
        .segments(ones_display)
    );
endmodule
module alu_unit_dataflow (
    input  wire [7:0] balance,
    input  wire [1:0] action_type,
    output wire [7:0] new_balance,
    output wire       credit_ok
);
    wire [7:0] selected_cost, cost_complement, adder_b_input;
    wire add_sub_ctrl, carry_in, balance_ge_cost, bypass_check;
    assign add_sub_ctrl = action_type[0];
    assign selected_cost = action_type[1] ? 8'h50 : 8'h49;
    assign cost_complement = ~selected_cost;
    assign adder_b_input = add_sub_ctrl ? selected_cost : cost_complement;
    assign carry_in = add_sub_ctrl ? 1'b0 : 1'b1;
    assign new_balance = balance + adder_b_input + carry_in;
    assign balance_ge_cost = (balance >= selected_cost);
    assign bypass_check = add_sub_ctrl;
    assign credit_ok = bypass_check | balance_ge_cost;
endmodule
module binary_to_bcd_dataflow (
    input  wire [7:0] binary,
    output wire [3:0] tens, ones
);
    assign tens = binary / 10;
    assign ones = binary % 10;
endmodule
module bcd_to_7seg_dataflow (
    input  wire [3:0] bcd,
    output wire [6:0] segments
);
    assign segments = 
        (bcd == 4'd0) ? 7'b0111111 :
        (bcd == 4'd1) ? 7'b0000110 :
        (bcd == 4'd2) ? 7'b1011011 :
        (bcd == 4'd3) ? 7'b1001111 :
        (bcd == 4'd4) ? 7'b1100110 :
        (bcd == 4'd5) ? 7'b1101101 :
        (bcd == 4'd6) ? 7'b1111101 :
        (bcd == 4'd7) ? 7'b0000111 :
        (bcd == 4'd8) ? 7'b1111111 :
        (bcd == 4'd9) ? 7'b1101111 :
        7'b0000000;
endmodule
module main_system (
    input  wire clk, rst_n, meal_request, user_select,
    input  wire [1:0] action_type,
    output wire [2:0] current_state,
    output wire [7:0] current_balance,
    output wire [6:0] tens_display, ones_display,
    output wire credit_ok
);
    wire timer_done;
    wire [7:0] state_outputs, new_balance;
    wire load_enable;
    assign load_enable = state_outputs[4] & credit_ok;
    fsm_core_behavioral fsm (
        .clk(clk), 
        .rst_n(rst_n),
        .meal_request(meal_request), 
        .user_select(user_select),
        .current_state(current_state), 
        .timer_done(timer_done),
        .state_outputs(state_outputs)
    );
    alu_unit_dataflow alu (
        .balance(current_balance), 
        .action_type(action_type),
        .new_balance(new_balance), 
        .credit_ok(credit_ok)
    );
    credit_register_behavioral register (
        .clk(clk), 
        .rst_n(rst_n), 
        .load_enable(load_enable),
        .data_in(new_balance), 
        .data_out(current_balance)
    );
    display_driver_behavioral display (
        .balance(current_balance),
        .tens_display(tens_display), 
        .ones_display(ones_display)
    );
endmodule
==> design/flow/run.sh <==
#!/bin/bash
# OpenROAD 26Q1-2900-gdf79404cd8, Yosys 0.63+post, stock flow scripts
make -C /OpenROAD-flow-scripts/flow DESIGN_CONFIG=/design/flow/config.mk WORK_HOME=/design/flow/orfs finish
==> design/flow/config.mk <==
export PLATFORM = sky130hd
export DESIGN_NAME = main_system
export DESIGN_NICKNAME = main_system
export VERILOG_FILES = /design/flow/design.v
export SDC_FILE = /design/flow/constraint.sdc
export NUM_CORES = 4
export LEC_CHECK = 1
export CORE_AREA = 10 10 108 108
export DIE_AREA = 0 0 118 118
==> design/flow/constraint.sdc <==
current_design main_system

set clk_period 8.4
set clk_io_pct 0.2

create_clock -name clk0 -period $clk_period [get_ports {clk}]

set non_clock_inputs [all_inputs -no_clocks]
set_input_delay [expr $clk_period * $clk_io_pct] -clock clk0 $non_clock_inputs
set_output_delay [expr $clk_period * $clk_io_pct] -clock clk0 [all_outputs]
==> impl_metrics.csv <==
group,metric,value,unit
detailed_routing,dr.pass1.iters,4,
layout,design_area,2490,sq um
detailed_routing,wl_met3,217,um
pwr,finalPower,1100,uW
yosys,synth_cell_types,64,
yosys,synthCells,267,
yosys,synth_flops,15,
yosys,ys_cells,267,
hold_path,min_path_type,"reg2reg",
yosys,ys_warn_count,2,
placement,dp_hpwl,3.86,mm
die,initial_core_util,22.0,%
global_route,track_usage,7.20,%
yosys,synth-edff-count,0,
layout,layout_top_cells,"clkdlybuf4s50_1, nor2_1, a21oi_1, nand2_1, o21ai_0",
detailed_routing,num_antenna_cells,0,
layout,drive_above_1_share,9.44,%
die,io_pins,32,
detailed_routing,dr_wl_met2,2.28,mm
global_route,grt_max_degree,24,
global_route,grt_pass1_wl,8.88,mm
clock_tree,htree_levels,1,
clock_tree,cts_buffer_depth,2,
clock_tree,clock_sinks,15,
clock_tree,clock_latency,0.24,ns
sta,setup_slack,1.81,ns
global_route,grt_pass1_vias,1802,
yosys,yosys_most_used_dff,"dfstp_2",
flow_run,maxCapViolCount,0,
detailed_routing,drc,0,
placement,port_buffers,31,
yosys,ys_area,2040,sq um
flow_run,warning_count,26,
sta,maxSlewHeadroom,50.6,%
layout,fillers,1026,
clock_tree,cts_hold_buffers,0,
sta,finalHoldViolCount,0,
critical_path,start_kind,"flop",
yosys,top_cells_by_area,"dfstp_2, dfrtp_1, ha_1",
yosys,avgSynthCellArea,7.65,sq um
sta,tns,0,ns
critical_path,worst_ep_arrival_time,4.91,ns
pwr,p_per_area,443,nW/um^2
detailed_routing,vias,1970,
layout,stdcell_count,415,
die,die_y,118,um
sta,skew,0.00308,ns
global_route,globalRoute.totalOverflow,0,
sta,min_period_over_period,78.5,%
critical_path,endpoint_kind,"output port",
clock_tree,cts.clk_slew.worst_paths,0.06,ns
detailed_routing,maxUsedRoutingLayer,"met4",
clock_tree,post_cts_buffers,0,
outcome,status,"finished, final reports clean",
critical_path,cp.required,6.72,ns
pwr,ir_drop,0.180,mV
global_route,antenna_found_initial,0,
sta,rsz0062_at_grt,"false",
detailed_routing,drtIter0Drc,110,
yosys,syn_area,2040,sq um
yosys,yosys.stat.seqShare,18.9,%
detailed_routing,postRouteWirelength,5.12,mm
sta,fin_crit,6.59,ns
placement,post-place-ws,2.16,ns
clock_tree,post_cts_resize_count,0,
die,core_area,9280,sq um
detailed_routing,antenna_left,0,
critical_path,criticalPathCategory,"reg2out",
detailed_routing,viasPerCell,4.75,
clock_tree,cts_tree,"built",
critical_path,reg2regPathDepth,12,
layout,area_growth,22.0,%
detailed_routing,drt-wirelength-per-cell,12.3,um
yosys,largest_area_cell,"dfstp_2",
critical_path,path_max_fanout,23,
sta,drv_slew,0,
detailed_routing,wl_met1,2.61,mm
clock_tree,cts_buffers,3,
yosys,top_area_share,10.3,%
yosys,async_reset_ff_share,100,%
placement,place.gp.congestion,0.839,
sta,worst_pin_slew,0.739,ns
hold_path,worstHoldPathCells,1,
clock_tree,cts_root_buffer,"clkbuf_8",
sta,finalSetupViolCount,0,
placement,placed_cell_area,2450,sq um
pwr,power_leakage,0.000952,uW
placement,dp.cells,411,
die,fp-row-count,35,
die,die-area,13900,sq um
critical_path,rrSetupSlack,5.57,ns
die,die_w,118,um
sta,max_freq,152,MHz
layout,final_common_cell,"clkdlybuf4s50_1",
-- where the power goes --
part	total (uW)	internal [uW]	switching, uW
sequential	181	108	73.2
combinational	865	474	390
clock	57.9	33.5	24.4
total	1100	616	488
-- routing by layer --
layer / track usage, % / vias up
met1: 10.7 / 909
met2: 11.0 / 37
met3: 1.46 / 2
li1: - / 1022
met5: 0 / -
met4: 0.309 / 0
-- state kept, by name, indices dropped and copies added (netlist names) --
signal,count
fsm.current_state,3
fsm.auth_counter,4
register.data_out,8
-- layout make-up --
cell class	count	area [sq um]	share of cell area, %
repair buffers	33	325	13.0
flip-flops and latches	15	385	15.5
inverters	12	45.0	1.81
well taps	129	161	6.47
multi-input cells	222	1530	61.4
clock buffers	4	45.0	1.81
-- kinds of logic (layout without fill, tap and decap cells) --
logic type	after synthesis	count (layout)	synth area share (%)
compound gates	89	89	30.7
xor+xnor	16	16	7.23
fa+ha+maj	13	13	8.33
buf+inv	30	49	6.49
flops	15	15	18.9
mux	6	6	3.06
simple gates	98	98	25.4
-- synth_stat cells, types with 8 or more instances --
cell type   n
xnor2_1     9
a21o_1     12
dfstp_2     8
nand2_1    20
nor2_1     22
o21ai_0    17
buf_2      10
a21oi_1    20
ha_1       12
nand2b_1    8
nor3_1     10
inv_1      12
-- stage by stage --
step | util [%] | hold slack, ns
2_1_floorplan | - | 0.451
3_3_place_gp | 26.4 | 0.510
3_5_place_dp | 26.4 | 0.503
4_1_cts | 26.9 | 0.517
5_1_grt | 26.9 | 0.553
6_report | 26.9 | 0.516
-- worst paths after layout --
path,startpoint,end
max in group asynchronous,rst_n,fsm.current_state[1]$_DFF_PN0_
min,fsm.current_state[2]$_DFF_PN0_,fsm.current_state[1]$_DFF_PN0_
min reg2reg,fsm.current_state[2]$_DFF_PN0_,fsm.current_state[1]$_DFF_PN0_
max reg2reg,register.data_out[0]$_DFFE_PN1P_,register.data_out[7]$_DFFE_PN1P_
min in group asynchronous,rst_n,fsm.auth_counter[2]$_DFFE_PN0P_
max,register.data_out[6]$_DFFE_PN1P_,ones_display[6]
-- worst max-delay path: stages (launching register included) --
cell,delay [ns]
dfstp_2,0.70
or2_1,0.25
ha_1,0.26
nor2b_1,0.63
a2bb2oi_1,0.20
o32ai_1,0.10
a211oi_1,0.58
a21oi_1,0.14
nor4_1,0.36
a211oi_2,0.08
buf_4,0.22
and2_1,0.19
a21o_1,0.18
a221oi_1,0.24
clkdlybuf4s50_1,0.52
Power figures rest on the tool's default switching activity, not on a simulated workload.

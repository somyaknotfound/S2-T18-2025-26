**/design/flow/design.v**
```verilog
module full_adder_gate (
    input  wire a, b, cin,
    output wire sum, cout
);
    wire axorb, aandb, cin_and_axorb;
    xor u1 (axorb, a, b);
    xor u2 (sum, axorb, cin);
    and u3 (aandb, a, b);
    and u4 (cin_and_axorb, cin, axorb);
    or  u5 (cout, aandb, cin_and_axorb);
endmodule
module adder_8bit_gate (
    input  wire [7:0] a, b,
    input  wire cin,
    output wire [7:0] sum,
    output wire cout
);
    wire c1, c2, c3, c4, c5, c6, c7;
    full_adder_gate fa0 (.a(a[0]), .b(b[0]), .cin(cin), .sum(sum[0]), .cout(c1));
    full_adder_gate fa1 (.a(a[1]), .b(b[1]), .cin(c1), .sum(sum[1]), .cout(c2));
    full_adder_gate fa2 (.a(a[2]), .b(b[2]), .cin(c2), .sum(sum[2]), .cout(c3));
    full_adder_gate fa3 (.a(a[3]), .b(b[3]), .cin(c3), .sum(sum[3]), .cout(c4));
    full_adder_gate fa4 (.a(a[4]), .b(b[4]), .cin(c4), .sum(sum[4]), .cout(c5));
    full_adder_gate fa5 (.a(a[5]), .b(b[5]), .cin(c5), .sum(sum[5]), .cout(c6));
    full_adder_gate fa6 (.a(a[6]), .b(b[6]), .cin(c6), .sum(sum[6]), .cout(c7));
    full_adder_gate fa7 (.a(a[7]), .b(b[7]), .cin(c7), .sum(sum[7]), .cout(cout));
endmodule
```
**/design/flow/run.sh**
```bash
#!/bin/bash
# OpenROAD 26Q1-2900-gdf79404cd8, Yosys 0.63+post, stock flow scripts
make -C /OpenROAD-flow-scripts/flow DESIGN_CONFIG=/design/flow/config.mk WORK_HOME=/design/flow/orfs finish
```
**/design/flow/config.mk**
```make
export PLATFORM = sky130hd
export DESIGN_NAME = adder_8bit_gate
export DESIGN_NICKNAME = adder_8bit_gate
export VERILOG_FILES = /design/flow/design.v
export SDC_FILE = /design/flow/constraint.sdc
export NUM_CORES = 4
export LEC_CHECK = 1
export CORE_AREA = 10 10 70 70
export DIE_AREA = 0 0 80 80
```
**/design/flow/constraint.sdc**
```tcl
current_design adder_8bit_gate

set clk_period 7.7
set clk_io_pct 0.2

create_clock -name clk0 -period $clk_period

set non_clock_inputs [all_inputs -no_clocks]
set_input_delay [expr $clk_period * $clk_io_pct] -clock clk0 $non_clock_inputs
set_output_delay [expr $clk_period * $clk_io_pct] -clock clk0 [all_outputs]
```
==> results.txt <==
Results of the implementation run.

The run finished with clean final reports. The most numerous cell type found on the critical path is sky130_fd_sc_hd__fa_1. At the end of the flow the core is filled with cells to around 15%.

The post-CTS resize count came out at 0. The layout filler cell count is 392. Setup repair after global routing left no endpoint under its margin. The achievable clock frequency came out at ~140 MHz. The fraction of layout cells with a size suffix above 1 is 0%. The first global-routing pass estimated roughly 1.2 mm of wire. The data arrival at the endpoint of the critical path is between 5000 and 6000 ps. After detailed routing, the number of remaining DRC violations is 0. The delay of the slowest cell on the worst path came out at 460 ps.

The sum of overflow across all layers after global routing is 0. The count of yosys warnings during synthesis came out at 0. The dominant cell by count in the synthesized netlist is sky130_fd_sc_hd__inv_1. The number of hold violations in the final report came out at 0. The routed wire length is 745 microns. The final critical-path share of the clock period is between 90% and 100%. For this run, the script counts the antenna cells in the layout as 0. The power density over the cells is just under 70 nW/um^2. The actual transition at the worst max-transition pin came out at 93.6 ps. The number of standard cells in the layout, taps in and fillers out is about 90. The chip area in the Yosys report came out at approximately 260 sq um.

The worst setup path is launched from an input pin. The cell taking the most area after synthesis is sky130_fd_sc_hd__fa_1. The number of max-slew violations in the final report is 0. The buffer_ports step reported a buffer count of 26. The total I/O pin count is 26. Looking at the setup timing report, the critical path kind is in2out. The synthesized instance count came out at 26. The sequential-to-total area share from yosys stat came out at 0%. The cell depth of the worst min-delay path is 5.

The final total power came out at between 0.00003 and 0.00004 W. The number of stages on the worst setup path came out at 14. Row generation in the floorplan step produced 21 rows.

There are 0 flip-flops and latches. The post-detailed-route count of antenna-violating nets is 0. Per the Yosys statistics, synthesis produced 26 cells.

The first-pass detailed-route iteration total came out at 2. From bottom edge to top edge, the die measures about 80 microns. The mean area per synthesized cell is between 9 and 10 sq um.

The leakage power in the latest report is between 0.2 and 0.25 nW. After synthesis, the most frequently instantiated cells are sky130_fd_sc_hd__inv_1, sky130_fd_sc_hd__buf_4, sky130_fd_sc_hd__fa_1. The cell count after placement came out at roughly 90. Synthesis instantiated 3 different standard cells from the library. The capturing element type of the critical path is a primary output. The post-CTS setup buffer count is 0. Detailed-route iteration 0 reported a violation count of 1.

The number of warnings reported in the stage logs is 32. The final estimated routing congestion in global placement came out at 0.877. The post-detailed-placement half-perimeter wirelength is roughly 730 microns. The synthesis-to-layout area growth is 100%. The buffering stage count on the worst path with inverters included is 6. In this run the cell area of the synthesized design comes to ~260 sq um.

Entering global routing, the biggest net connects 2 pins. The die width came out at around 80 microns. The total track usage is roughly 2.3%.

The final setup violation count came out at 0. The data required time at the worst endpoint came out at between 6000 and 7000 ps. The maximum vdd ir drop is a little over 20 uV.

According to the floorplan report, the placeable core area is roughly 3400 sq um. After detailed routing, the number of vias per cell comes to ~2.4. The main area contributors are sky130_fd_sc_hd__fa_1, sky130_fd_sc_hd__buf_4, sky130_fd_sc_hd__inv_1.

The total area of multi-input combinational cells is 160 sq um. In this run the worst path has a maximum fanout of 1. The clock buffers instantiated in the layout total 0. The path class of the tightest hold or removal check is in2out.

The routed layout has ~210 vias. Listed in order, past its start point the critical path passes clkdlybuf4s50_1 > inv_1 > fa_1 > inv_1 > fa_1 > fa_1 > fa_1 > fa_1 > fa_1 > fa_1 > inv_1 > fa_1 > inv_1 > clkdlybuf4s50_1. The via count of the first global-routing pass came out at 261. After floorplanning, the die was sized to cover ~6400 sq um. Before placement the cells fill approximately 7.5% of the core.

In this design, the largest share of critical-path delay is due to adder cells. The number of antenna violations at the first check in global routing came out at 0. The total area of sequential cells is 0 sq um. The post-layout minimum cycle time is roughly 7100 ps. The final sum of negative setup slack is 0 ps. The tightest slew margin relative to the limit came out at between 90% and 100%. The number of maximum-capacitance violations is 0. Dividing the detail-routed wire length by the instance count gives a little over 8 microns. The proportion of netlist area held by the largest area contributor is 62.1%. The largest individual stage delay along the critical path comes from the cell sky130_fd_sc_hd__clkdlybuf4s50_1. The hold-fix buffer count after cts came out at 0.
==> path summary, 6_finish.rpt <==
| kind | start | endpoint | slack [ps] |
|---|---|---|---|
| worst min-delay path | cin | sum[0] | 4130 |
| worst max-delay path | a[0] | sum[7] | 620 |
==> final cells by class <==
class | instances | share of cell area, %
multi-input cells | 8 | 31.1
inverters | 10 | 7.28
repair buffers | 26 | 50.5
well taps | 46 | 11.2
==> cell usage in the layout (no fill, tap or decap), drive strengths merged <==
cell type      synthesis  layout
fa                     8       8
inv                   10      10
clkdlybuf4s50          0      26
==> power by group <==
part / switching [W] / internal (W) / leakage, nW / total [W]
registers: 0 / 0 / 0 / 0
clock network: 0 / 0 / 0 / 0
logic: 0.00000914 / 0.0000259 / 0.213 / 0.0000351
==> cell families (layout without fill, tap and decap cells) <==
| group | count (synthesis) | after routing | synth area share (%) |
|---|---|---|---|
| adders and majority gates | 8 | 8 | 62.1 |
| buffers and inverters | 18 | 36 | 37.9 |
==> metal layers <==
metal | GRT usage, % | vias to the layer above | part of all wire (%)
met2 | 2.81 | 25 | 26
li1 | - | 96 | -
met3 | 2.27 | 0 | 33
met1 | 3.03 | 92 | 41
met4 | 0 | 0 | 0
met5 | 0 | - | 0
==> per-stage QoR <==
| step | hold WS [ps] | setup WS, ps | area [sq um] |
|---|---|---|---|
| 2_1_floorplan | 3300 | 1520 | 258 |
| 3_3_place_gp | 4140 | 613 | 515 |
| 3_5_place_dp | 4140 | 603 | 515 |
| 4_1_cts | 4140 | 584 | 515 |
| 5_1_grt | 4190 | 424 | 515 |
| 6_report | 4130 | 621 | 515 |
==> worst min-delay path: stages <==
cell                              delay, ps
sky130_fd_sc_hd__clkdlybuf4s50_1        400
sky130_fd_sc_hd__inv_1                   70
sky130_fd_sc_hd__fa_1                   150
sky130_fd_sc_hd__inv_1                   30
sky130_fd_sc_hd__clkdlybuf4s50_1        390
No activity file was given, so power comes from the tool's default toggle rates.
